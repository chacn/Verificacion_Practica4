$ cat /design/flow/config.mk
export PLATFORM = sky130hd
export DESIGN_NAME = simple_dual_port_ram_single_clock
export DESIGN_NICKNAME = simple_dual_port_ram_single_clock
export VERILOG_FILES = /design/flow/design.v
export SDC_FILE = /design/flow/constraint.sdc
export NUM_CORES = 4
export LEC_CHECK = 1
export CORE_UTILIZATION = 50
$ cat /design/flow/run.sh
#!/bin/bash
# OpenROAD 26Q1-2900-gdf79404cd8, Yosys 0.63+post, stock flow scripts
make -C /OpenROAD-flow-scripts/flow DESIGN_CONFIG=/design/flow/config.mk WORK_HOME=/design/flow/orfs finish
$ cat /design/flow/constraint.sdc
current_design simple_dual_port_ram_single_clock

set clk_period 6.5
set clk_io_pct 0.2

create_clock -name clk0 -period $clk_period [get_ports {clk}]

set non_clock_inputs [all_inputs -no_clocks]
set_input_delay [expr $clk_period * $clk_io_pct] -clock clk0 $non_clock_inputs
set_output_delay [expr $clk_period * $clk_io_pct] -clock clk0 [all_outputs]
$ cat /design/flow/design.v
module simple_dual_port_ram_single_clock
#(parameter DATA_WIDTH=8, parameter ADDR_WIDTH=6)
(
	input [(DATA_WIDTH-1):0] data,
	input [(ADDR_WIDTH-1):0] read_addr, write_addr,
	input we, clk,
	output [(DATA_WIDTH-1):0] q
);
	logic [DATA_WIDTH-1:0] ram[2**ADDR_WIDTH-1:0];
	always_ff @ (posedge clk)
	begin
		if (we)
			ram[write_addr] <= data;
	end
	assign q = ram[read_addr];
endmodule
==> impl_metrics.env <==
# flow metrics
export IMPL_maxClockFrequency_mhz=174
export IMPL_dpl_worst_slack_ns=0.708
export IMPL_combGateArea_mm2=0.00432
export IMPL_numSynthFlops=512
export IMPL_whs_endpoint="ram[54][7]"
export IMPL_log_warning_count=25
export IMPL_gp_congestion=0.862
export IMPL_synth_cell_types=39
export IMPL_ys_cells=932
export IMPL_final_hold_viol_count=0
export IMPL_rsz0062_at_grt="false"
export IMPL_outcome="completed"
export IMPL_synthArstFlopShare_pct=0
export IMPL_grt_pass1_wl_mm=65.7
export IMPL_numCtsBuffers=52
export IMPL_min_delay_start="data[7]"
export IMPL_powerDensity_mw_per_mm2=298
export IMPL_path_class="input pin to output port"
export IMPL_synthFlopType="edfxtp_1"
export IMPL_via_count=9375
export IMPL_via_per_inst=5.97
export IMPL_ys_chip_area_mm2=0.0200
export IMPL_top_cell_area_share_pct=76.8
export IMPL_ir_drop_mv=0.224
export IMPL_finalPower_mw=6.71
export IMPL_largest_register_ffs=512
export IMPL_drt_wirelength_per_cell_um=27.9
export IMPL_firstDrtPassIters=5
export IMPL_arrival_ns=4.43
export IMPL_portBuffers=29
export IMPL_ctsResizeCount=0
export IMPL_die_x_um=202
export IMPL_reg_top3="ram (512)"
export IMPL_final_util_pct=57.6
export IMPL_power_leakage_nw=7.01
export IMPL_fp_util_pct=51.2
export IMPL_antenna_found_initial=0
export IMPL_drive_gt1_share_pct=25.1
export IMPL_crit_slowest_cell="a2111oi_0"
export IMPL_drv_slew=0
export IMPL_area_delta_synth_final_pct=12.5
export IMPL_overflow=0
export IMPL_syn_area_mm2=0.0200
export IMPL_period_needed_ns=5.73
export IMPL_worstPathMaxFanout=49
export IMPL_post_synth_top_count_cell="edfxtp_1"
export IMPL_met3_length_mm=5.54
export IMPL_grt_pass1_vias=10200
export IMPL_clockBufferDepth=3
export IMPL_post_route_period_util_pct=88.2
export IMPL_synth_area_per_cell_um2=21.5
export IMPL_yosys_area_top_type="edfxtp_1"
export IMPL_io_pins=30
export IMPL_wl_met1_mm=16.3
export IMPL_clockRootBuffer="clkbuf_16"
export IMPL_synth_area_top_cells="edfxtp_1, mux4_2, nor2_1"
export IMPL_post_cts_buffers=0
export IMPL_setup_slack_ns=0.765
export IMPL_cpPeakStageDelay_ns=0.72
export IMPL_clock_sinks=512
export IMPL_yosys_stat_seqShare_pct=76.8
export IMPL_chipHeight_um=202
export IMPL_startpoint_type="input pin"
export IMPL_rows=72
export IMPL_track_usage_pct=25.3
export IMPL_grt_max_degree=65
export IMPL_hold_buffers=0
export IMPL_hold_depth=2
export IMPL_startpoint="read_addr[0]"
export IMPL_worst_slew_pin_slew_ns=0.923
export IMPL_worstPathCellList="clkbuf_8, buf_12, buf_4, mux4_2, a2111oi_0, o41ai_1, clkdlybuf4s50_1"
export IMPL_top_cells_by_count="edfxtp_1, mux4_2, nor2_1, mux2i_1, nand2_1"
export IMPL_dieArea_mm2=0.0408
export IMPL_min_path_type="input pin to flip-flop"
export IMPL_highest_layer="met5"
export IMPL_register_area_mm2=0.0154
export IMPL_edf_count=512
export IMPL_cp_required_ns=5.20
export IMPL_drtIter0Drc=563
export IMPL_top_register="ram"
export IMPL_htree_levels=2
export IMPL_drc_errors=0
export IMPL_cts_tree="done"
export IMPL_antennaDiodeCount=0
export IMPL_ys_warn_count=1
export IMPL_fin_setup_tns_ns=0
export IMPL_relSlewSlack_pct=38.2
export IMPL_fillers=2846
export IMPL_syn_inst=932
export IMPL_core_area_mm2=0.0391
export IMPL_max_cap_violations=0
export IMPL_antenna_left=0
export IMPL_drt_wl_total_mm=43.8
export IMPL_cts_clk_slew_worst_paths_ns=0.06
export IMPL_critPathCaptureType="output port"
export IMPL_hpwl_mm=25.5
export IMPL_route_met2_wl_mm=20.9
export IMPL_setup_viol=0
==> metal layers <==
| metal | vias to the layer above | GRT usage, % |
|---|---|---|
| met4 | 2 | 4.65 |
| met1 | 4763 | 40.8 |
| li1 | 4069 | - |
| met5 | - | 1.07 |
| met2 | 457 | 36.0 |
| met3 | 84 | 13.5 |
==> cell families after synthesis <==
logic type / share of synthesized area, %
simple gates: 3.41
mux: 16.1
flops: 76.8
buf+inv: 1.58
compound gates: 2.09
==> critical path: cells and delay by family <==
kind	cells	cell delay, ns
buf+inv	4	1.57
compound gates	2	0.99
mux	1	0.51
==> placed cells by master (no fill, tap or decap), types with 3 or more instances in the layout <==
cell             synthesis  routed
buf_4                   13      49
nand3_1                 13      13
a221oi_1                 6       6
mux2i_1                 23      23
mux4_2                 126     126
mux2_2                  13      13
a21oi_1                  3       3
nor2b_1                 14      14
nand3b_1                 3       3
nand2b_1                 7       7
clkdlybuf4s50_1          0      17
edfxtp_1               512     512
nor2_1                  83      83
nand2_1                 19      19
clkinv_1                 0      16
o22ai_1                  8       8
clkbuf_1                17      16
a211oi_1                 4       4
a22oi_1                  3       3
clkinv_2                 0       6
buf_2                   11       9
o2111ai_1                3       3
nor3_1                   7       7
o2bb2ai_1                3       3
clkbuf_16                0      53
o221ai_1                 8       8
buf_12                   2       3
==> area by class of cell <==
class	count	share of cell area, %
Clock buffer	69	6.16
Clock inverter	24	0.573
Multi-Input combinational cell	369	19.2
Sequential cell	512	68.3
Tap cell	518	2.88
Timing Repair Buffer	79	2.92
==> power by group <==
part | switching [mW] | internal, mW | total [mW] | leakage (nW)
sequential | 0.00451 | 3.66 | 3.66 | 4.61
combinational | 0.210 | 0.138 | 0.348 | 1.67
clock | 1.18 | 1.52 | 2.70 | 0.739
total | 1.39 | 5.32 | 6.71 | 7.01
==> worst max-delay path by stage <==
stage,end,slack [ns],cells after the start
final,q[3],0.77,7
after CTS,q[3],0.71,7
after global routing,q[3],0.53,7
==> per-stage QoR <==
stage                     instance area [um^2]  std cells  hold WS (ns)
final                                    22500       1571          1.38
after global routing                     22500       1571          1.40
after floorplan                          20000        932          1.40
after detailed placement                 21000       1478          1.99
after CTS                                22500       1571          1.37
after global placement                   21000       1478          1.98
Power figures rest on the tool's default switching activity, not on a simulated workload.
