### design/flow/config.mk
export PLATFORM = sky130hd
export DESIGN_NAME = Fixed_Point_MAC
export DESIGN_NICKNAME = Fixed_Point_MAC
export VERILOG_FILES = /design/flow/design.v
export SDC_FILE = /design/flow/constraint.sdc
export NUM_CORES = 4
export LEC_CHECK = 1
export CORE_UTILIZATION = 30
### design/flow/constraint.sdc
current_design Fixed_Point_MAC

set clk_period 10.7
set clk_io_pct 0.2

create_clock -name clk0 -period $clk_period

set non_clock_inputs [all_inputs -no_clocks]
set_input_delay [expr $clk_period * $clk_io_pct] -clock clk0 $non_clock_inputs
set_output_delay [expr $clk_period * $clk_io_pct] -clock clk0 [all_outputs]
### design/flow/design.v
 module Fixed_Point_MAC
#(
	parameter Word_Length = 6,
	parameter Integer_Part = 3,
	parameter Fractional_Part = Word_Length - Integer_Part
)
(
	input signed [Word_Length-1:0] A,B,C,
	output signed[Word_Length-1:0] D
);
logic signed  [2*Word_Length-1:0] X_wire;
logic signed [Word_Length-1:0] X_Trunc_wire, D_wire;
assign X_wire = A * B;
assign D = X_wire[2*Word_Length-1-Integer_Part:Fractional_Part] + C;
endmodule
### design/flow/run.sh
#!/bin/bash
# OpenROAD 26Q1-2900-gdf79404cd8, Yosys 0.63+post, stock flow scripts
make -C /OpenROAD-flow-scripts/flow DESIGN_CONFIG=/design/flow/config.mk WORK_HOME=/design/flow/orfs finish
==> impl_metrics.env <==
# implementation run metrics
export IMPL_status="finished clean"
export IMPL_max_stage_delay_ns=0.58
export IMPL_layout_cells_non_filler=173
export IMPL_ant_nets=0
export IMPL_finalClockPeriodUsage_pct=84.6
export IMPL_seq_cell_count=0
export IMPL_grt_max_degree=7
export IMPL_ir_worst_vdd_mv=0.146
export IMPL_vias=763
export IMPL_area_delta_synth_final_pct=28.9
export IMPL_cpMostUsedCell="fa_1"
export IMPL_logic_family="adder cells"
export IMPL_place_congestion=0.813
export IMPL_vias_per_cell=4.41
export IMPL_postSynthCellCount=105
export IMPL_diodes=0
export IMPL_cap_violations=0
export IMPL_crit_path_end_kind="output pin"
export IMPL_top_cell="fa_1"
export IMPL_drt_met1_wl_um=887
export IMPL_worstHoldStart="C[0]"
export IMPL_cts_hold_buf=0
export IMPL_power_density_mw_per_mm2=181
export IMPL_final_util_pct=41.8
export IMPL_post_cts_resized=0
export IMPL_power_leakage_nw=0.635
export IMPL_drc=0
export IMPL_cp_num_buf_inv=3
export IMPL_synth_xor_area_share_pct=15.4
export IMPL_worst_path_max_fanout=5
export IMPL_final_hold_violation_count=0
export IMPL_synth_cell_area_mm2=0.00102
export IMPL_highest_layer="met3"
export IMPL_seqCellArea_um2=0
export IMPL_top_cells_by_count="fa_1 (19), nand2_1 (18), ha_1 (17), inv_1 (11), and2_1 (7)"
export IMPL_ys_types=18
export IMPL_rsz0062_at_grt="false"
export IMPL_die_y_um=60.4
export IMPL_setup_viol=0
export IMPL_worstHoldEndpoint="D[0]"
export IMPL_synth_area_per_cell_um2=9.75
export IMPL_slowest_stage="clkdlybuf4s50_1"
export IMPL_routed_wl_mm=1.84
export IMPL_fp_row_count=20
export IMPL_ys_cells=105
export IMPL_met3_length_um=139
export IMPL_dr_wl_met2_um=809
export IMPL_tns_ns=0
export IMPL_dp_cells=173
export IMPL_drt_iter0_markers=13
export IMPL_chip_area_mm2=0.00365
export IMPL_critical_path_class="in -> out"
export IMPL_gr_total_overflow=0
export IMPL_dr_pass1_iters=4
export IMPL_path_cells="clkdlybuf4s50_1, nand2_1, fa_1, fa_1, inv_1, fa_1, fa_1, fa_1, xor2_1, ha_1, o21ai_0, o21bai_1, a21oi_1, xnor3_1, clkdlybuf4s50_1"
export IMPL_synth_adder_area_share_pct=57.9
export IMPL_slew_violations=0
export IMPL_warnings=32
export IMPL_muxShareOfSynthArea_pct=0
export IMPL_clkbuf_count=0
export IMPL_synthAoiAreaFrac_pct=7.33
export IMPL_crit_family="adder cells"
export IMPL_ys_seq_share_pct=0
export IMPL_fp_util_pct=32.5
export IMPL_routedWlPerCell_um=10.6
export IMPL_core_mm2=0.00315
export IMPL_ys_area_mm2=0.00102
export IMPL_fmax_mhz=110
export IMPL_io_buffers=24
export IMPL_io_pins=24
export IMPL_place_hpwl_mm=1.69
export IMPL_grt_pass1_vias=770
export IMPL_layout_drive_gt1_share_pct=2.33
export IMPL_area_leaders="fa_1 (37%), ha_1 (21%), nand2_1 (6.6%)"
export IMPL_die_w_um=60.4
export IMPL_arrival_ns=6.91
export IMPL_synthSimpleGateAreaFrac_pct=15.3
export IMPL_top_cell_area_share_pct=37.2
export IMPL_yosysWarnings=0
export IMPL_worstHoldPathType="in -> out"
export IMPL_cp_start_kind="primary input"
export IMPL_grt_first_pass_wirelength_mm=3.20
export IMPL_tightest_slew_ns=0.233
export IMPL_yosys_area_top_type="fa_1"
export IMPL_total_power_mw=0.239
export IMPL_cts_setup_buffers=0
export IMPL_grt_use_total_pct=11.9
export IMPL_max_slew_margin_rel_pct=84.4
export IMPL_cp_required_ns=8.56
export IMPL_fin_crit_ns=9.05
export IMPL_hold_depth=3
export IMPL_antenna_found_initial=0
[cell usage in the layout (no fill, tap or decap), types with 3 or more instances in the layout]
cell | synthesis | routed
and2_1 | 7 | 7
xor2_1 | 5 | 5
xnor2_1 | 6 | 6
nand2b_1 | 3 | 3
nand2_1 | 18 | 18
a21o_1 | 4 | 4
clkdlybuf4s50_1 | 0 | 24
inv_1 | 11 | 11
ha_1 | 17 | 17
a21oi_1 | 5 | 5
fa_1 | 19 | 19
[metrics by stage]
| step | area [um2] | setup slack, ns | hold WS [ns] |
|---|---|---|---|
| after global placement | 1320 | 1.66 | 5.32 |
| final | 1320 | 1.65 | 5.32 |
| after floorplan | 1020 | 2.78 | 4.36 |
| after CTS | 1320 | 1.60 | 5.33 |
| after global routing | 1320 | 1.43 | 5.35 |
| after detailed placement | 1320 | 1.62 | 5.32 |
[layout make-up]
type / count / area [um2]
fillers: 328 / 1830
inverters: 11 / 41.3
multi-input cells: 94 / 982
well taps: 44 / 55.1
repair buffers: 24 / 240
[tightest hold or removal path: cells and delay by family]
family	cells	cell delay [ns]
fa+ha+maj	1	0.12
buf+inv	2	0.91
[power by group]
| group | switching [mW] | internal, mW | leakage (nW) |
|---|---|---|---|
| logic | 0.0855 | 0.154 | 0.635 |
| clock network | 0 | 0 | 0 |
| registers | 0 | 0 | 0 |
| total | 0.0855 | 0.154 | 0.635 |
[routing by layer]
metal	GRT usage (%)	up-vias
li1	-	386
met5	0	-
met3	2.81	0
met4	0	0
met2	18.7	21
met1	18.6	356
[cells by family after synthesis]
group | after synthesis
adder cells (fa/ha/maj) | 36
AND/OR/NAND/NOR | 32
XOR/XNOR | 14
AND-OR/OR-AND | 12
buffers and inverters | 11
[worst max path at each step]
stage / from / to / slack, ns / cells past startpoint
4_1_cts: B[0] / D[5] / 1.60 / 15
5_1_grt: B[0] / D[5] / 1.43 / 15
6_report: B[0] / D[5] / 1.65 / 15
Power and IR drop assume default switching activity.
